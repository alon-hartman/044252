==> flow/config.mk <==
export PLATFORM = sky130hd
export DESIGN_NAME = alu64bit
export DESIGN_NICKNAME = alu64bit
export VERILOG_FILES = /design/flow/design.v
export SDC_FILE = /design/flow/constraint.sdc
export NUM_CORES = 4
export LEC_CHECK = 1
export CORE_UTILIZATION = 50
==> flow/run.sh <==
#!/bin/bash
# OpenROAD 26Q1-2900-gdf79404cd8, Yosys 0.63+post, stock flow scripts
make -C /OpenROAD-flow-scripts/flow DESIGN_CONFIG=/design/flow/config.mk WORK_HOME=/design/flow/orfs finish
==> flow/constraint.sdc <==
current_design alu64bit

set clk_period 17.6
set clk_io_pct 0.2

create_clock -name clk0 -period $clk_period

set non_clock_inputs [all_inputs -no_clocks]
set_input_delay [expr $clk_period * $clk_io_pct] -clock clk0 $non_clock_inputs
set_output_delay [expr $clk_period * $clk_io_pct] -clock clk0 [all_outputs]
==> flow/design.v <==
module alu1bit (
    input logic a,            
    input logic b,            
    input logic cin,          
    input logic [1:0] op,     
    output logic s,           
    output logic cout         
);
    logic op0_not, or_out, xor_out, d[2:0];
    NOT #(
        .Tpdlh(10),
        .Tpdhl(10)
    ) not_inst1 (
        .A(op[0]),
        .Z(op0_not)
    ), not_inst2 (
        .A(or_out),
        .Z(d[0])
    );
    XOR2 #(
        .Tpdlh(6),
        .Tpdhl(6)
    ) xor_inst (
        .A(a),
        .B(b),
        .Z(d[1])
    );
    OR2 #(
        .Tpdlh(4),
        .Tpdhl(4)
    ) OR_inst (
        .A(a),
        .B(b),
        .Z(or_out)
    );
    fas fas_inst (
        .a(a),
        .b(b),
        .cin(cin),
        .a_ns(op0_not),
        .s(d[2]),
        .cout(cout)
    );
    mux4 #(
        .NOTlh(10),
        .NOThl(10),
        .ORlh(4),
        .ORhl(4)
        ) mux4_inst (
        .d0(d[0]),
        .d1(d[1]),
        .d2(d[2]),
        .d3(d[2]),
        .sel(op),
        .z(s)
    );
endmodule
module alu64bit (
    input logic [63:0] a,     
    input logic [63:0] b,     
    input logic cin,          
    input logic [1:0] op,     
    output logic [63:0] s,    
    output logic cout         
);
    logic cout_arr[63:0];
    alu1bit alu1 (
        .a(a[0]),
        .b(b[0]),
        .cin(cin),
        .op(op),
        .s(s[0]),
        .cout(cout_arr[0])
    );
        genvar i;
        generate
            for(i=1; i<64; i++)
            begin
                alu1bit alu_inst(
                    .a(a[i]),
                    .b(b[i]),
                    .cin(cout_arr[i-1]),
                    .op(op),
                    .s(s[i]),
                    .cout(cout_arr[i])
                );
            end
        endgenerate
        assign cout = cout_arr[63];
endmodule
module fas (
    input logic a,            
    input logic b,            
    input logic cin,          
    input logic a_ns,         
    output logic s,           
    output logic cout         
);
    parameter XORlh = 6, XORhl = 6;
    parameter ORlh = 4, ORhl = 4;
    parameter NOTlh = 10, NOThl = 10;
    logic goutput[11:0];
    XOR2 #(
        .Tpdlh(XORlh),
        .Tpdhl(XORhl)
    ) g3 (
        .A(a),
        .B(b),
        .Z(goutput[2])
    ), g8 (
        .A(goutput[2]),
        .B(cin),
        .Z(s)
    ), g9 (
        .A(a),
        .B(a_ns),
        .Z(goutput[8])
    );
    NOT #(
        .Tpdlh(NOTlh),
        .Tpdhl(NOThl)
    ) g1 (
        .A(b),
        .Z(goutput[0])
    ), g2 (
        .A(cin),
        .Z(goutput[1])
    ), g6 (
        .A(goutput[3]),
        .Z(goutput[5])
    ), g7 (
        .A(goutput[4]),
        .Z(goutput[6])
    ), g11 (
        .A(goutput[9]),
        .Z(goutput[10])
    );
    OR2 #(
        .Tpdlh(ORlh),
        .Tpdhl(ORhl)
    ) g5 (
        .A(goutput[0]),
        .B(goutput[1]),
        .Z(goutput[4])
    ), g4 (
        .A(b),
        .B(cin),
        .Z(goutput[3])
    ), g10 (
        .A(goutput[8]),
        .B(goutput[5]),
        .Z(goutput[9])
    ), g12 (
        .A(goutput[10]),
        .B(goutput[6]),
        .Z(cout)
    );
endmodule
module NOT (
    input logic A,
    output logic Z
);
parameter Tpdlh = 1;
parameter Tpdhl = 1;
not #(Tpdlh, Tpdhl) not1 (Z, A);
endmodule
module OR2 (
    input logic A,
    input logic B,
    output logic Z
);
parameter Tpdlh = 1;
parameter Tpdhl = 1;
or #(Tpdlh, Tpdhl) or1 (Z, A, B);
endmodule
module XOR2 (
    input logic A,
    input logic B,
    output logic Z
);
parameter Tpdlh = 1;
parameter Tpdhl = 1;
xor #(Tpdlh, Tpdhl) xor1 (Z, A, B);
endmodule
module mux2 (
    input logic d0,           
    input logic d1,           
    input logic sel,          
    output logic z            
);
    parameter NOTlh = 10;
    parameter NOThl = 9;
    parameter ORlh = 1;
    parameter ORhl = 4;
    logic d0not, d1not, selnot, or1, or1not, or2, or2not, out;
    NOT #(
        .Tpdlh(NOTlh),
        .Tpdhl(NOThl)
    ) g0 (
        .A(d0),
        .Z(d0not)
    );
    OR2 #(
        .Tpdlh(ORlh),
        .Tpdhl(ORhl)
    ) g3 (
        .A(d0not),
        .B(sel),
        .Z(or1)
    );
    NOT #(
        .Tpdlh(NOTlh),
        .Tpdhl(NOThl)
    ) g5 (
        .A(or1),
        .Z(or1not)
    );
    NOT #(
        .Tpdlh(NOTlh),
        .Tpdhl(NOThl)
    ) g1 (
        .A(d1),
        .Z(d1not)
    );
    NOT #(
        .Tpdlh(NOTlh),
        .Tpdhl(NOThl)
    ) g2 (
        .A(sel),
        .Z(selnot)
    );
    OR2 #(
        .Tpdlh(ORlh),
        .Tpdhl(ORhl)
    ) g4 (
        .A(d1not),
        .B(selnot),
        .Z(or2)
    );
    NOT #(
        .Tpdlh(NOTlh),
        .Tpdhl(NOThl)
    ) g6 (
        .A(or2),
        .Z(or2not)
    );
    OR2 #(
        .Tpdlh(ORlh),
        .Tpdhl(ORhl)
    ) g7 (
        .A(or1not),
        .B(or2not),
        .Z(z)
    );
endmodule
module mux4 (
    input logic d0,           
    input logic d1,           
    input logic d2,           
    input logic d3,           
    input logic [1:0] sel,    
    output logic z            
);
parameter NOTlh = 10, NOThl = 9, ORlh = 1, ORhl = 4;
logic m0_out, m1_out;
mux2 #(
    .NOTlh(NOTlh),
    .NOThl(NOThl),
    .ORlh(ORlh),
    .ORhl(ORhl)
) m0 (
    .d0(d2),
    .d1(d3),
    .sel(sel[0]),
    .z(m0_out)
);
mux2 #(
    .NOTlh(NOTlh),
    .NOThl(NOThl),
    .ORlh(ORlh),
    .ORhl(ORhl)
) m1 (
    .d0(d0),
    .d1(d1),
    .sel(sel[0]),
    .z(m1_out)
);
mux2 #(
    .NOTlh(NOTlh),
    .NOThl(NOThl),
    .ORlh(ORlh),
    .ORhl(ORhl)
) m2 (
    .d0(m1_out),
    .d1(m0_out),
    .sel(sel[1]),
    .z(z)
);
endmodule
==> notes.md <==
impl run done, here's what came out: Syn Std Cell Area=7000 um^2, Tot Pwr=0.300 mW, yosys cell count=1049, clock share of power=0%, Slew @ Worst Pin=0.671 ns, distinct lib cells=between 80 and 90, sw power=0.139 mW, wire per inst=between 10 and 15 um, # diodes=0, DRT antenna net count=0, Area Growth Syn to Fin=22.2%, die width=120 um, Sw Ratio=46.2%, worst hold path type=input port to output port, Starting DRT DRC Count=379, Final min period=16.50 ns, Max Freq=60.6 MHz, final HPWL from detailed placement=13.3 mm, DRC errors left=0, Post-Route WL=16.5 mm, standard-cell rows=42, tool warnings=33, Tot GR Track Use=22.5%, cell internal pwr=~0.16 mW, CP Max Fanout=83, YS chip area=roughly 7000 um^2, Seq pwr share=0%, Max-Cap Viols=0, vias in the first global route=6088, CP Class=input port to output port, register area=0 um^2, Yosys Warn Count=6, crit start category=input port, Bufs and invs on worst path=3, Core Util at FP=52.0%, leakage power=3.72 nW, Slew HR=55.3%, Post-CTS Setup Bufs=0, layout clock buffer count=0, Post-CTS Hold Buffers=0, pwr/cell area=around 35 nW/um^2, Routability Congestion=0.903, crit share post-route=93.8%, Crit path arrival time=~13 ns, Syn Inst Count=~1000, setup TNS=0 ns, initial antenna violation count=0, capturing element type of the critical path=output port, slowest CP cell=nor4_2, Final setup viols=0, average size of a mapped cell=roughly 6.7 um^2, CP peak stage delay=approximately 0.58 ns, RSZ-0062 raised after global routing=false, Via density=5.36, largest net degree at the start of global routing=84, CP delay by family, top=AND-OR/OR-AND gates, Hold Path Depth=4, registers=0, Core Region=13500 um^2, Top Ports=196, sequential cell area fraction in the yosys report=0%, # resized after CTS=0, first-pass GRT wire length=about 28 mm, Final Hold Fails=0, die outline area=between 10000 and 15000 um^2, vias=7056, Peak VDD IR=23.1 uV, CP Depth=37, gr ovfl total=0, length of the first detailed-routing pass in iterations=5, combinational cell fraction of total power=100.0%, die height=120 um, status=complete, no violations, Worst EP required=14.08 ns, I/O Buffers=about 200, Top Layout Cells=clkdlybuf4s50_1, inv_1, xor2_1, fin. max-slew vios=0, most frequent logic cell in the layout=clkdlybuf4s50_1, share of cells above drive strength 1=3.51%
cell usage after synthesis (all sizes together), types with 4 or more instances:
cell type | number | area share, %
a211oi | 53 | 6.1
a21boi | 4 | 0.48
a21oi | 70 | 5.0
a221oi | 9 | 1.2
a22oi | 5 | 0.54
a31oi | 22 | 2.1
and2 | 5 | 0.45
and3 | 6 | 0.54
buf | 80 | 8.1
clkbuf | 31 | 1.7
ha | 64 | 11
inv | 137 | 7.3
maj3 | 26 | 3.8
mux2i | 24 | 3.4
nand2 | 71 | 3.8
nand2b | 11 | 0.98
nand3 | 13 | 0.93
nand4 | 8 | 0.72
nor2 | 59 | 3.2
nor2b | 43 | 3.8
nor3 | 32 | 2.4
nor4 | 4 | 0.54
o2111ai | 5 | 0.63
o211ai | 11 | 1.2
o21a | 4 | 0.43
o21ai | 58 | 4.2
o221ai | 5 | 0.72
o22a | 4 | 0.50
o22ai | 14 | 1.3
o31ai | 4 | 0.70
xnor2 | 41 | 5.1
xor2 | 76 | 9.5
cell type report:
cell class	count	area [um^2]
fill	1287	4900
timing repair buffer	203	2020
tap	176	220
inverter	137	514
multi-input combinational	801	5800
kinds of logic (layout without fill, tap and decap cells):
group	Yosys count	after routing	synth area share, %
xor+xnor	117	117	14.6
buf+inv	248	340	17.1
compound gates	303	303	30.3
fa+ha+maj	90	90	15.2
simple gates	264	264	18.8
mux	27	27	3.92
final timing paths:
kind | startpoint | endpoint | slack [ns]
hold / removal | op[1] | s[29] | 7.95
setup / recovery | op[0] | s[63] | 1.10
metrics by stage:
step                      util, %  cell area, um^2  instances  worst slack [ns]  hold slack (ns)
final                        63.6             8550       1317              1.10             7.95
after global routing         63.6             8550       1317             0.125             8.02
after CTS                    63.6             8550       1317              1.11             7.96
after detailed placement     63.6             8550       1317              1.14             7.96
after global placement       63.6             8550       1317              1.40             7.95
after floorplan                 -             7000       1049              3.11             7.17
power by group through the flow:
stage / clock network [mW] / registers (mW) / logic [mW]
after CTS: 0 / 0 / 0.302
after global routing: 0 / 0 / 0.336
final: 0 / 0 / 0.300
per-layer routing:
layer / track usage [%] / wire, um / vias to the layer above
met5: 0 / 0 / -
met4: 0.0772 / 0 / 0
met3: 2.75 / 998 / 0
met2: 37.2 / 7150 / 167
met1: 33.2 / 8320 / 3063
li1: - / - / 3826
Power figures rest on the tool's default switching activity, not on a simulated workload.
